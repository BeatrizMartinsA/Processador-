File: flow/config.mk
export PLATFORM = sky130hd
export DESIGN_NAME = banco_regs
export DESIGN_NICKNAME = banco_regs
export VERILOG_FILES = /design/flow/design.v
export SDC_FILE = /design/flow/constraint.sdc
export NUM_CORES = 4
export LEC_CHECK = 1
export CORE_UTILIZATION = 40
File: flow/design.v
module banco_regs(Reg1, Reg2, RegD, dado_escrita, dado_leitura1, dado_leitura2, RegWrite, JAL, clock, pc_plus_1);
input [4:0] Reg1, Reg2, RegD;
input RegWrite, JAL, clock;
input [31:0] dado_escrita, pc_plus_1;
output [31:0] dado_leitura1, dado_leitura2;
reg [31:0] regs[31:0];
assign dado_leitura1 = regs[Reg1];
assign dado_leitura2 = regs[Reg2];
always @(negedge clock)
	begin
		regs[0] = 32'b00000000000000000000000000000000;
		if(JAL)
			begin
				regs[31] = pc_plus_1;  
			end
		if(RegWrite)
			begin
				regs[RegD] = dado_escrita;
			end
	end
endmodule
File: flow/run.sh
#!/bin/bash
# OpenROAD 26Q1-2900-gdf79404cd8, Yosys 0.63+post, stock flow scripts
make -C /OpenROAD-flow-scripts/flow DESIGN_CONFIG=/design/flow/config.mk WORK_HOME=/design/flow/orfs finish
File: flow/constraint.sdc
current_design banco_regs

set clk_period 10.8
set clk_io_pct 0.2

create_clock -name clk0 -period $clk_period [get_ports {clock}]

set non_clock_inputs [all_inputs -no_clocks]
set_input_delay [expr $clk_period * $clk_io_pct] -clock clk0 $non_clock_inputs
set_output_delay [expr $clk_period * $clk_io_pct] -clock clk0 [all_outputs]
==> impl_summary.log <==
[flow] final metrics
[metrics] CTS Sinks: 1,024
[metrics] CTS H-tree depth: 3
[metrics] Worst IR Drop VDD: 0.162 mV
[metrics] CTS Buf Count: 110
[metrics] post-synth tally of flip-flops with integrated enable: 992
[metrics] first-pass GRT wire length: 219,000 µm
[metrics] instance tally after logic synthesis: 3,457
[metrics] required time of the critical path: 8.64 ns
[metrics] worst slew margin relative to its limit: 0.411
[metrics] die span in y: 352 µm
[metrics] worst endpoint data arrival time: 8.23 ns
[metrics] Syn. warnings: 1
[metrics] cell with the largest stage delay on the worst path: sky130_fd_sc_hd__nor3_1
[metrics] met2 routed wirelength: 69,500 µm
[metrics] Yosys top cell area share: 0.607
[metrics] cell chain of the critical path: mux2i_1 -> a22o_1 -> nor3_1 -> a31oi_1 -> nand3_1 -> clkdlybuf4s50_1
[metrics] Detail Route met3 WL: 19,000 µm
[metrics] critical path class: register to output port
[metrics] outcome: finished clean
[metrics] # Cells Yosys: 3,457
[metrics] Combinational Area: 17,300 µm²
[metrics] vias per cell: 5.48
[metrics] number of rows created at floorplan: 128
[metrics] vias after detailed routing: 34.8k
[metrics] power per cell area: 179 nW/µm²
[metrics] least setup slack across all paths after layout: 0.407 ns
[metrics] most frequent logic cells in the routed design: sky130_fd_sc_hd__inv_1, sky130_fd_sc_hd__mux2i_1, sky130_fd_sc_hd__edfxtp_1
[metrics] highest metal used: met5
[metrics] top cell type by total area after synthesis: sky130_fd_sc_hd__edfxtp_1
[metrics] gpl congestion: 0.849
[metrics] post-DP HPWL: 86,200 µm
[metrics] antenna violations before repair: 2
[metrics] Total Neg Setup Slack: 0 ns
[metrics] number of setup buffers added after CTS: 0
[metrics] Hold WC Path Type: input port to output port
[metrics] core area: 122,000 µm²
[metrics] launching element type of the critical path: register
[metrics] Clock Tree Root: sky130_fd_sc_hd__clkbuf_16
[metrics] via count of the first global-routing pass: 37.6k
[metrics] effective utilization at floorplan: 0.403
[metrics] Net Sw Power: 3.04 mW
[metrics] layout overhead on the synthesized area: 22.8%
[metrics] proportion of synthesized flip-flops having asynchronous set or reset: 0
[metrics] Largest register FFs: 1,024
[metrics] clock tree buffer depth: 3
[metrics] router iterations before antenna repair: 6
[metrics] primary flip-flop cell chosen by synthesis mapping: sky130_fd_sc_hd__edfxtp_1
[metrics] largest net degree at the start of global routing: 98
[metrics] max-slew violation count: 0
[metrics] Clock power frac: 0.506
[metrics] transition time at the pin with the least slew margin: 0.883 ns
[metrics] Finished Core Util: 0.495
[metrics] CP Capture Type: output port
[metrics] mean routed wirelength per cell: 23.6 µm
[metrics] crit path max fanout: 2
[metrics] Avg Inst Size Synth: 14.2 µm²
[metrics] # fillers: 10.3k
[metrics] post-synthesis register bit count: 1,024
[metrics] most frequent logic cell in the layout: sky130_fd_sc_hd__inv_1
[metrics] post-synthesis sequential area ratio: 0.620
[metrics] worst-case setup slack after placement: 0.805 ns
[metrics] clock transition at the registers of the reported paths: 0.03 ns
[metrics] I/O Buffers: 145
[metrics] number of gates resized after cts: 0
[metrics] OpenROAD warning count: 1,027
[metrics] final tally of setup violations: 0
[metrics] Hold-fix buffers, CTS: 0
[metrics] leakage power summed over all cells: 26.3 nW
[metrics] met1 WL: 55,500 µm
[metrics] DRC errors left: 0
[metrics] number of ports placed on the die boundary: 146
[metrics] RSZ-0062 raised after global routing: false
[metrics] DIE AREA: 124,000 µm²
[metrics] maximum single-stage delay on the critical path: 0.54 ns
[metrics] area figure in the yosys stat output: 49,100 µm²
[metrics] Top cells by area: sky130_fd_sc_hd__edfxtp_1, sky130_fd_sc_hd__mux2i_1, sky130_fd_sc_hd__a22oi_1
[metrics] final hold violations: 0
[metrics] aggregate global routing overflow: 0
[metrics] Max-Cap Viols: 0
[metrics] fraction of final layout cells with drive strength greater than 1: 0.0864
[metrics] final wirelength: 149,000 µm
[metrics] Netlist cell types: 28
[metrics] flip-flop and latch area: 30,400 µm²
[metrics] combined area of all synthesized cells: 49,100 µm²
[metrics] number of violations reported at the end of detailed-routing iteration 0: 2,362
[metrics] overall track demand over capacity in global routing: 0.257
[metrics] Internal Dissipation: 7.73 mW
[metrics] relative contribution of combinational cells to total power: 0.079
[metrics] Flop pwr share: 0.416
[metrics] worst slack on hold paths: 5.70 ns
[metrics] CTS tree: done
[metrics] remaining antenna violation count: 0
[metrics] total design power: 10.8 mW
[metrics] Die X-Extent: 352 µm
[metrics] Sw Share: 0.282
==> area by class of cell <==
type                       count  area share
tap                         1625      0.0337
timing repair buffer         290      0.0454
multi-input combinational   2173       0.288
antenna                        1   0.0000415
clock buffer                 111      0.0461
clock inverter              1114      0.0821
sequential                  1024       0.505
==> per-layer routing <==
metal,vias to the layer above,track usage
met4,4,0.117
met1,16800,0.317
li1,15900,-
met2,1748,0.367
met3,292,0.160
met5,-,0.00923
==> critical path, delay by kind of cell, from the launching register on <==
kind                   cells  cell delay (ns)
and+or+nand+nor            2             0.73
AOI/OAI and AO/OA          2             0.52
buffers and inverters      1             0.49
DFF                        1             0.33
muxes                      1             0.08
==> worst paths after layout <==
check                              from           endpoint  slack, ns  cells after the start
hold / removal                  Reg2[1]  dado_leitura2[18]       5.70                      6
setup / recovery  regs[2][19]$_DFFE_NP_  dado_leitura1[19]       0.41                      6
==> cell families after synthesis <==
| logic type | share of synthesized area |
|---|---|
| mux | 0.216 |
| flops | 0.620 |
| compound gates | 0.0799 |
| simple gates | 0.0512 |
| buf+inv | 0.0328 |
==> cell usage after synthesis (5+ instances only) <==
cell	instances
sky130_fd_sc_hd__clkbuf_1	72
sky130_fd_sc_hd__nand2_1	194
sky130_fd_sc_hd__a22oi_1	192
sky130_fd_sc_hd__dfxtp_1	32
sky130_fd_sc_hd__mux2i_1	1024
sky130_fd_sc_hd__buf_2	85
sky130_fd_sc_hd__a31oi_1	64
sky130_fd_sc_hd__and2_1	34
sky130_fd_sc_hd__nand3_1	194
sky130_fd_sc_hd__nor2_1	32
sky130_fd_sc_hd__nand3b_1	5
sky130_fd_sc_hd__buf_6	45
sky130_fd_sc_hd__a22o_1	128
sky130_fd_sc_hd__edfxtp_1	992
sky130_fd_sc_hd__buf_1	7
sky130_fd_sc_hd__mux2_2	32
sky130_fd_sc_hd__nor3_1	64
sky130_fd_sc_hd__buf_4	46
sky130_fd_sc_hd__a21oi_1	192
==> power groups by stage <==
stage / sequential, mW / combinational [mW] / clock [mW]
after CTS: 4.47 / 0.843 / 5.62
after global routing: 4.47 / 0.899 / 6.07
final: 4.48 / 0.846 / 5.45
==> per-stage QoR <==
stage / instance area, µm² / std cells
final: 60300 / 6338
after global routing: 60300 / 6338
after CTS: 60300 / 6337
after detailed placement: 52600 / 5113
after global placement: 52600 / 5113
after floorplan: 49100 / 3457
Power is estimated from default activity; no workload was simulated.
