$ cat /design/flow/run.sh
#!/bin/bash
# OpenROAD 26Q1-2900-gdf79404cd8, Yosys 0.63+post, stock flow scripts
make -C /OpenROAD-flow-scripts/flow DESIGN_CONFIG=/design/flow/config.mk WORK_HOME=/design/flow/orfs finish
$ cat /design/flow/config.mk
export PLATFORM = sky130hd
export DESIGN_NAME = mem_dados
export DESIGN_NICKNAME = mem_dados
export VERILOG_FILES = /design/flow/design.v
export SDC_FILE = /design/flow/constraint.sdc
export NUM_CORES = 4
export LEC_CHECK = 1
export CORE_UTILIZATION = 30
export SYNTH_MEMORY_MAX_BITS = 65536
$ cat /design/flow/constraint.sdc
current_design mem_dados

set clk_period 28.1
set clk_io_pct 0.2

create_clock -name clk0 -period $clk_period [get_ports {clock}]
create_clock -name clk1 -period $clk_period [get_ports {clock_write}]

set non_clock_inputs [all_inputs -no_clocks]
set_input_delay [expr $clk_period * $clk_io_pct] -clock clk0 $non_clock_inputs
set_output_delay [expr $clk_period * $clk_io_pct] -clock clk0 [all_outputs]
$ cat /design/flow/design.v
module mem_dados (dado_leitura, dado_escrita, endereco, clock, clock_write, MemWrite, MemRead);
input [31:0] dado_escrita;
input [31:0] endereco;
input clock, clock_write, MemWrite, MemRead;
output reg [31:0] dado_leitura;
reg [31:0] mem[2**8-1:0];
always @ (posedge clock)
	begin
		if (MemRead)
			dado_leitura = mem[endereco];
	end
always @ (negedge clock_write)
	begin
		if (MemWrite)
			mem[endereco] = dado_escrita;
	end
endmodule
==> Changelog: implementation <==
## Implementation

- Xor-xnor portion of the synthesized cell area: 0%
- FP Core Util: 30.1%
- Final Instance Count excl. Fillers: 36600
- Post-Route Setup TNS: 0 ns
- Most frequent CP cell: buf_4
- Ys async rst share: 0%
- Drt first-iter violations: 11100
- Met2 Track Usage GR: 25.3%
- Total power: 30.7 mW
- Pwr/cell area: 78.2 nW/um^2
- Resized Gates After CTS: 0
- ANT nets after route: 0
- CTS tree: done
- Grt ovf: 0
- Vias post-DR: 171000
- Worst Tran Pin Value: 1.22 ns
- Post-Syn Area per Cell: 23.6 sq um
- Row count: 372
- Critical path capture point type: flip-flop
- Worst Path Arrival: 10.01 ns
- Setup violators final: 0
- Wirelength per Cell: 24.2 um
- RSZ-0062 raised after global routing: no
- MUX area fraction: 14.9%
- CP bufs+invs: 4
- Port Buf Inserts: 74
- Largest net degree at the start of global routing: 95
- Min-delay worst type: input port to flip-flop
- Vias/cell: 4.68
- CTS Hold Bufs: 0
- CP max FO: 31
- Comb area leader: multiplexers
- Post-Synth AOI/OAI Area: 3.68%
- Global Route met1 Usage: 16.1%
- Cells after Synth: 13100
- Max stage delay on crit path: 0.89 ns
- Initial antenna violation count: 37
- Critical Path RT: 14.78 ns
- DP Cell Count: 26900
- Cell family with most CP delay: buffers and inverters
- DRC viols: 0
- Chip Area, Yosys: 309000 sq um
- Area share of fa/ha/maj cells after synthesis: 0%
- VDD IR max: 0.0000820 V
- First-pass GRT wire length: 1260000 um
- Pre-antenna DRT Iters: 8
- Final WL: 886000 um
- Top cells excl fill/tap: inv_1 (8419), edfxtp_1 (8224), mux4_2 (2048)
- Total track usage: 18.3%
- Die Y: 1020 um
- Fin. Hold Viols: 0
- Synth Flop Type: edfxtp_1
- CORE AREA: 1030000 sq um
- Outcome: finished, final reports clean
- Post-synth EDFFs: 8224
- OpenROAD warning count: 1052
- Die Width: 1020 um
- Slew HR: 17.8%
- Area Overhead vs Synth: 27.0%
- Clock transition at path regs: 0.12 ns
- Post-DP HPWL: 507000 um
- Worst Setup Start Kind: input port
- Flops & latches, synth: 8224
- Vias in the first global route: 201000
- Sink Count: 8224
- Final RePlAce weighted congestion: 0.912
- Fraction of layout cells with a size suffix above 1: 20.2%
- Hold_ws: 5.70 ns
- Max Cap Viol: 0
- Yosys Instances: 13100
- Most numerous logic cell after layout: inv_1
- Type of the worst setup path: input port to flip-flop
- Area of the mapped netlist: 309000 sq um
- I/O pins: 100
- Seq share, synth: 79.9%
- Worst path cell trace: clkdlybuf4s50_1, nor2b_4, buf_4, nand3_4, buf_4, nor2_4, buf_4
- Critical path's slowest cell: clkdlybuf4s50_1
- P_leak: 153 nW
- Max Transition Viols Final: 0
- Cell Type Count: 21
- YS warnings: 1
- Total die size: 1030000 sq um
- Simple Share, Synth: 0.488%
- Gr busiest metal: met2
- Met3 Use GR: 18.6%
- Post-CTS Setup Inserts: 0
==> where the power goes <==
group          switching [mW]  internal (mW)
logic                   0.836          0.393
clock network            7.56           8.24
registers              0.0187           13.6
total                    8.41           22.3
==> through the flow <==
step | worst slack, ns | util, % | cell area, sq um
final | 4.77 | 38.2 | 393000
after global routing | 4.79 | 38.2 | 393000
after CTS | 4.93 | 38.2 | 393000
after detailed placement | 3.79 | 32.5 | 333000
after global placement | 3.74 | 32.5 | 333000
after floorplan | 4.63 | - | 309000
==> per-layer routing <==
metal	routed length, um	vias up
met3	172000	1620
li1	-	75400
met4	43500	78
met1	260000	83900
met2	407000	10400
met5	3160	-
==> cell families (layout without fill, tap and decap cells) <==
family                 after synthesis  in the layout
AOI/OAI and AO/OA                 1664           1664
buffers and inverters              798          10700
DFF                               8224           8224
muxes                             2048           2048
other                                0             21
and+or+nand+nor                    354            354
==> registers in the layout (all words and copies together), names as in the netlist <==
name,flops
mem,8192
dado_leitura,32
==> cell usage after synthesis, types with 7 or more instances <==
| library cell | number | area, sq um |
|---|---|---|
| edfxtp_1 | 8224 | 247000 |
| mux4_2 | 2048 | 46100 |
| a22oi_1 | 1024 | 7690 |
| a21oi_1 | 512 | 2560 |
| clkbuf_1 | 479 | 1800 |
| nor2_1 | 232 | 871 |
| buf_2 | 220 | 1100 |
| o41ai_1 | 128 | 1120 |
| buf_1 | 89 | 334 |
| nand4_1 | 32 | 200 |
| nor3_1 | 30 | 150 |
| nand2_1 | 28 | 105 |
| nand3_1 | 13 | 65.1 |
| buf_4 | 7 | 52.6 |
| nor2b_1 | 7 | 43.8 |
==> area by class of cell <==
class                      instances  area, sq um
antenna                           21         52.6
clock buffer                     846        21200
clock inverter                  8882        38100
fill                           90600       634000
inverter                           1         3.75
multi-input combinational       4066        61800
sequential                      8224       247000
tap                            13700        17100
timing repair buffer             931         7540
==> worst reg2reg max path, cell delays in order (launching register included) <==
cell      delay (ns)
edfxtp_1        0.36
mux4_2          0.46
a22oi_1         0.29
a21oi_1         0.38
o41ai_2         0.89
buf_4           0.28
nand4_1         0.56
==> final timing paths <==
| check | start | endpoint | slack, ns | cells past startpoint |
|---|---|---|---|---|
| min in group clk1 | dado_escrita[9] | mem[34][9]$_DFFE_NP_ | 18.92 | 1 |
| hold / removal | MemRead | dado_leitura[18]$_DFFE_PP_ | 5.70 | 1 |
| setup / recovery | endereco[2] | mem[36][31]$_DFFE_NP_ | 4.77 | 7 |
| setup reg to reg | mem[170][25]$_DFFE_NP_ | dado_leitura[25]$_DFFE_PP_ | 9.63 | 6 |
| max in group clk0 | mem[170][25]$_DFFE_NP_ | dado_leitura[25]$_DFFE_PP_ | 9.63 | 6 |
| hold reg to reg | mem[106][21]$_DFFE_NP_ | dado_leitura[21]$_DFFE_PP_ | 15.82 | 5 |
Power and IR drop assume default switching activity.
