File: design/flow/config.mk
export PLATFORM = sky130hd
export DESIGN_NAME = mem_instrucao
export DESIGN_NICKNAME = mem_instrucao
export VERILOG_FILES = /design/flow/design.v
export SDC_FILE = /design/flow/constraint.sdc
export NUM_CORES = 4
export LEC_CHECK = 1
export CORE_AREA = 10 10 70 70
export DIE_AREA = 0 0 80 80
File: design/flow/design.v
module mem_instrucao(endereco_pc, instrucao);
input [31:0] endereco_pc;
output reg [31:0] instrucao;
reg [31:0] mem[(2**8)-1:0];
always @(endereco_pc)
begin
	mem[0] = 32'b01010100000000010000000000000001;  
	mem[1] = 32'b01010100000000100000000000000110;  
	mem[2] = 32'b01010100000000110000000000000001;  
	mem[3] = 32'b00111100010000010000000000000011;  
	mem[4] = 32'b00010100011000100001100000000000;  
	mem[5] = 32'b00001000010000010001000000000000;  
	mem[6] = 32'b00110100000000000000000000000011;  
	mem[7] = 32'b00000000000000000000000000000000;  
	instrucao = mem[endereco_pc];
end
endmodule
File: design/flow/run.sh
#!/bin/bash
# OpenROAD 26Q1-2900-gdf79404cd8, Yosys 0.63+post, stock flow scripts
make -C /OpenROAD-flow-scripts/flow DESIGN_CONFIG=/design/flow/config.mk WORK_HOME=/design/flow/orfs finish
File: design/flow/constraint.sdc
current_design mem_instrucao

set clk_period 3.1
set clk_io_pct 0.2

create_clock -name clk0 -period $clk_period

set non_clock_inputs [all_inputs -no_clocks]
set_input_delay [expr $clk_period * $clk_io_pct] -clock clk0 $non_clock_inputs
set_output_delay [expr $clk_period * $clk_io_pct] -clock clk0 [all_outputs]
==> summary.txt <==
Dpl ws - -0.0901 ns
Tool warnings - 57
Syn Inst Count - 54
Global placer's final weighted congestion - 0.698
Core Util, Final - 15.8%
Routed Antenna Nets - 0
Leakage - 0.231 nW
Status - finished clean
Number of global-route vias before repair - 352
IO Count - 64
Netlist cell types - 20
Cell area power density - 55.8 nW/µm²
Hold path startpoint - endereco_pc[5]
Drt first-iter violations - 16
Tcrit/Tclk final - 98.9%
Largest net degree at the start of global routing - 11
Endpoints failing hold - 0
Mean Syn Cell Area - 6.30 µm²
Worst Hold Depth - 4
Netlist Area Pre-Place - 340 µm²
Vias post-DR - 340
Site Rows - 21
# Cells Yosys - 54
Floorplan Utilization - 9.96%
Tot Pwr - 0.0300 mW
Crit-path max FO - 7
Max-cap violations - 0
IO Port Bufs - 22
Clock buffers - 0
Share of layout cells above drive strength 1 - 12.7%
Min Hold Slack - 2.10 ns
Critical path required time - 2.48 ns
Register area - 0 µm²
Die Wd - 80 µm
RSZ-0062 raised after global routing - yes
Final std cells w/o fill - 117
Initial antenna violation count - 0
Final setup violation count - 0
Post-layout min period - 3.06 ns
CP Launch Type - primary input
Post-synth seq share - 0%
Hold-fix buffers, CTS - 0
Cells after DPL - 116
DP HPWL - 949 µm
Hold Path Class - primary input to output port
Vias/cell - 2.91
Gr usage total - 2.77%
Area grow syn2layout - 58.1%
VDD IR max - 7.64 µV
# diodes - 0
Flop count - 0
Max Clock Freq - 326 MHz
Total grt overflow - 0
Yosys chip area - 340 µm²
Setup WS post-layout - 0.0352 ns
Detailed Route WL - 1070 µm
Setup CP Type - primary input to output port
First drt pass iteration count - 2
First-pass GRT wire length - 1520 µm
Critical Path End Type - output port
DRC - 0
Core Footprint - 3420 µm²
Slew Viols, Final - 0
Die footprint - 6400 µm²
WL per Instance - 9.15 µm
Yosys warning count - 7938
Die Span Y - 80 µm
Hold-critical path endpoint - instrucao[22]
CP Data Arrival Time - 2.44 ns
## worst max path at each step
stage               from             to  slack (ns)  depth (start not counted)
4_1_cts   endereco_pc[4]  instrucao[22]       0.001                          5
6_report  endereco_pc[3]  instrucao[12]        0.04                          5
5_1_grt   endereco_pc[3]  instrucao[17]       -0.02                          5
## stage by stage
stage          cell area, µm²  setup TNS (ns)
2_1_floorplan             404               0
3_3_place_gp              513          -0.170
3_5_place_dp              513          -0.236
4_1_cts                   517               0
5_1_grt                   538         -0.0177
6_report                  538               0
## Yosys cell counts
library cell	count	share of area [%]
buf_4	20	44
nor2_1	6	6.6
o21ai_0	5	7.4
a21oi_1	3	4.4
and3_1	2	3.7
clkbuf_1	2	2.2
nand2_1	2	2.2
nor2b_1	2	3.7
a21boi_0	1	2.2
a21o_1	1	2.2
buf_6	1	3.3
conb_1	1	1.1
inv_1	1	1.1
nand2b_1	1	1.8
nand3_1	1	1.5
nor3_2	1	2.9
or2_1	1	1.8
or3_1	1	1.8
or4_4	1	3.3
xor2_1	1	2.6
## power breakdown
part / switching [mW] / internal (mW)
sequential: 0 / 0
combinational: 0.0141 / 0.0159
clock: 0 / 0
## cell families after synthesis
family	share of synthesized area (%)
buffers and inverters	50.7
and+or+nand+nor	29.4
AOI/OAI and AO/OA	16.2
xor gates and xnor gates	2.57
other	1.10
## critical path, stage by stage
cell             delay [ns]
clkdlybuf4s50_1        0.40
or4_4                  0.55
or2_4                  0.29
nor2_1                 0.11
clkdlybuf4s50_1        0.47
## final cells by class
cell class	count	area (µm²)
Fill cell	401	2880
Tap cell	46	57.6
Multi-Input combinational cell	47	248
Timing Repair Buffer	23	229
Inverter	1	3.75
## routing by layer
metal / vias up / global-route usage (%) / share of wire, %
met4: 0 / 0 / 0
met5: - / 0 / 0
met2: 24 / 5.06 / 47
li1: 172 / - / -
met3: 0 / 0.795 / 13
met1: 144 / 3.30 / 39
## layout by cell type, fill, tap and decap left out
cell and count:
a21boi_0 1, a21o_1 1, a21oi_1 2, a21oi_2 1, and3_1 2, buf_4 1, clkdlybuf4s50_1 20, conb_1 18
dlygate4sd2_1 1, dlymetal6s2s_1 1, inv_1 1, nand2_1 2, nand2b_1 1, nand3_1 1, nor2_1 2, nor2_2 4
nor2b_1 2, nor3_2 1, o21ai_0 5, or2_4 1, or3_1 1, or4_4 1, xor2_1 1
## what timing repair did
action	4_1_cts	5_1_grt
endpoints found under the setup margin	7	9
gates resized	3	5
buffers inserted	0	1
pin swaps	3	4
Power and IR drop assume default switching activity.
